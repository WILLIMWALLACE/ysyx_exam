==> flow/run.sh <==
#!/bin/bash
# OpenROAD 26Q1-2900-gdf79404cd8, Yosys 0.63+post, stock flow scripts
make -C /OpenROAD-flow-scripts/flow DESIGN_CONFIG=/design/flow/config.mk WORK_HOME=/design/flow/orfs finish
==> flow/config.mk <==
export PLATFORM = sky130hd
export DESIGN_NAME = ysyx_22040365_exmem_reg
export DESIGN_NICKNAME = ysyx_22040365_exmem_reg
export VERILOG_FILES = /design/flow/design.v
export SDC_FILE = /design/flow/constraint.sdc
export NUM_CORES = 4
export LEC_CHECK = 1
export CORE_AREA = 10 10 214 214
export DIE_AREA = 0 0 224 224
==> flow/constraint.sdc <==
current_design ysyx_22040365_exmem_reg

set clk_period 8.1
set clk_io_pct 0.2

create_clock -name clk0 -period $clk_period

set non_clock_inputs [all_inputs -no_clocks]
set_input_delay [expr $clk_period * $clk_io_pct] -clock clk0 $non_clock_inputs
set_output_delay [expr $clk_period * $clk_io_pct] -clock clk0 [all_outputs]
==> flow/design.v <==
`timescale 1ns / 1ps
module ysyx_22040365_exmem_reg(
input                               rst,
input                               clk,
input  [7 : 0]                      inst_opcode_56,
input  [63 : 0]     ex_data_56,
input  [63 : 0]     store_data_56,
output reg                          store_67,
output reg                          load_67,
output reg [63 : 0] wmask_67,
output reg [63 : 0] store_data_67,
output reg [63 : 0] ex_data_67,
input                               rd_en_56,
input  [4 : 0]                      rd_addr_56,
input  [31: 0]                      inst_56,
input  [63 : 0]     pc_56,
output reg [7 : 0]                  inst_opcode_67,
output reg                          rd_en_67,
output reg [4 : 0]                  rd_addr_67,
output reg [31: 0]                  inst_67, 
output reg [63 : 0] pc_67                                            
);
wire store_temp_67  ; 
wire load_temp_67   ;
assign store_temp_67 = ( (inst_opcode_56 == 8'b00101110)||(inst_opcode_56 == 8'b00101111)
                       ||(inst_opcode_56 == 8'b00110000)||(inst_opcode_56 == 8'b00110001)
);
assign load_temp_67  = ( (inst_opcode_56 == 8'b00100111)||(inst_opcode_56 == 8'b00101000)
                       ||(inst_opcode_56 == 8'b00101001)||(inst_opcode_56 == 8'b00101010)
                       ||(inst_opcode_56 == 8'b00101011)||(inst_opcode_56 == 8'b00101100)
                       ||(inst_opcode_56 == 8'b00101101));
reg  [63 : 0]      wmask_temp;
wire [63 : 0]      sw_mask;
reg  [63 : 0]      sh_mask;
reg  [63 : 0]      sb_mask;
assign sw_mask = (ex_data_56[2]==1'b1) ? (64'hffffffff00000000) : (64'h00000000ffffffff); 
always@(*)begin
  if(rst)begin
    sh_mask =  64'h00000000_00000000;
  end
  else begin
    case(ex_data_56[2:1])
    2'b00:begin     sh_mask =  64'h000000000000ffff;end
    2'b01:begin     sh_mask =  64'h00000000ffff0000;end
    2'b10:begin     sh_mask =  64'h0000ffff00000000;end
    default:begin   sh_mask =  64'hffff000000000000;end
    endcase
  end
end
always@(*)begin
  if(rst)begin
    sb_mask =  64'h00000000_00000000;
  end
  else begin
    case (ex_data_56[2:0])
    3'b000:begin  sb_mask = 64'h00000000000000ff;end
    3'b001:begin  sb_mask = 64'h000000000000ff00;end
    3'b010:begin  sb_mask = 64'h0000000000ff0000;end
    3'b011:begin  sb_mask = 64'h00000000ff000000;end
    3'b100:begin  sb_mask = 64'h000000ff00000000;end
    3'b101:begin  sb_mask = 64'h0000ff0000000000;end
    3'b110:begin  sb_mask = 64'h00ff000000000000;end
    default:begin sb_mask = 64'hff00000000000000;end
    endcase
  end
end
always@(*)begin
  if(rst)begin
    wmask_temp = 64'h00000000_00000000;
  end
  else begin
    case(inst_opcode_56)
    8'b00101110:begin wmask_temp = 64'hffffffffffffffff;end
    8'b00101111:begin wmask_temp = sw_mask; end
    8'b00110000:begin wmask_temp = sh_mask; end
    8'b00110001:begin wmask_temp = sb_mask; end
    default:begin  wmask_temp = 64'hffffffffffffffff;end
    endcase
  end
end
reg  [63 : 0]      store_data_temp;
wire [63 : 0]      store_data_temp_sw;
reg  [63 : 0]      store_data_temp_sh;
reg  [63 : 0]      store_data_temp_sb;
assign store_data_temp_sw = (ex_data_56[2]==1'b1) ? ((store_data_56<<32)&sw_mask) : (store_data_56&sw_mask);
always@(*)begin
  if(rst)begin
    store_data_temp_sh =  64'h00000000_00000000;
  end
  else begin
    case(ex_data_56[2:1])
    2'b00:begin     store_data_temp_sh =  store_data_56 & sh_mask;      end
    2'b01:begin     store_data_temp_sh =  (store_data_56<<16) & sh_mask;end
    2'b10:begin     store_data_temp_sh =  (store_data_56<<32) & sh_mask;end
    default:begin   store_data_temp_sh =  (store_data_56<<48) & sh_mask;end
    endcase
  end
end
always@(*)begin
  if(rst)begin
    store_data_temp_sb =  64'h00000000_00000000;
  end
  else begin
    case (ex_data_56[2:0])
    3'b000:begin  store_data_temp_sb = store_data_56 & sb_mask;      end
    3'b001:begin  store_data_temp_sb = (store_data_56<<8) & sb_mask; end
    3'b010:begin  store_data_temp_sb = (store_data_56<<16)& sb_mask; end
    3'b011:begin  store_data_temp_sb = (store_data_56<<24)& sb_mask; end
    3'b100:begin  store_data_temp_sb = (store_data_56<<32)& sb_mask; end
    3'b101:begin  store_data_temp_sb = (store_data_56<<40)& sb_mask; end
    3'b110:begin  store_data_temp_sb = (store_data_56<<48)& sb_mask; end
    default:begin store_data_temp_sb = (store_data_56<<56)& sb_mask; end
    endcase
  end
end
always@(*)begin
  if(rst)begin
    store_data_temp = 64'h00000000_00000000;
  end
  else begin
    case(inst_opcode_56)
    8'b00101110:begin store_data_temp = store_data_56; end
    8'b00101111:begin store_data_temp = store_data_temp_sw; end
    8'b00110000:begin store_data_temp = store_data_temp_sh; end
    8'b00110001:begin store_data_temp = store_data_temp_sb; end
    default:begin  store_data_temp = store_data_56;end
    endcase
  end
end
always@(*)begin
  if(rst)begin
    store_67        = 1'b0;
    load_67         = 1'b0;
    ex_data_67      = 64'h00000000_00000000;
    store_data_67   = 64'h00000000_00000000;
    wmask_67        = 64'h00000000_00000000;
  end
  else if(load_temp_67)begin
    store_67        = 1'b0;
    load_67         = 1'b1;
    ex_data_67      = ex_data_56;
    store_data_67   = 64'h00000000_00000000;
    wmask_67        = 64'h00000000_00000000; 
  end
  else if(store_temp_67)begin
    store_67        = 1'b1;
    load_67         = 1'b0;
    ex_data_67      = ex_data_56;
    store_data_67   = store_data_temp;
    wmask_67        = wmask_temp;
  end
  else begin
    store_67        = 1'b0;
    load_67         = 1'b0;
    ex_data_67      = ex_data_56;
    store_data_67   = 64'h00000000_00000000;
    wmask_67        = 64'h00000000_00000000;
  end
end
always@(*)begin
  if(rst)begin
   rd_en_67         = 1'b0;
   rd_addr_67       = 5'd0;
   inst_67          = 32'd0;
   pc_67            = 64'h00000000_00000000;
   inst_opcode_67   = 8'd0;
  end
  else begin
    rd_en_67        = rd_en_56;
    rd_addr_67      = rd_addr_56;
    inst_67         = inst_56;
    pc_67           = pc_56;
    inst_opcode_67  = inst_opcode_56;
  end
end
endmodule
==> deck_impl_summary.md <==
Key Metrics from the Run

Pwr
  • Pleak: 2.91 nW
  • Final total power: ~0.3 mW
  • Pwr/cell area: ~34 nW/um^2
  • Maximum VDD drop: roughly 27 uV

Clocking
  • Hold-fix buffers, CTS: 0
  • CTS resizes: 0
  • Post-CTS setup buffer count: 0

Yosys
  • Post-synth top cells: nor2b_1, buf_4, a21oi_1, a22o_1, clkbuf_1
  • Yosys cell count: a little under 500
  • Top cell area share: 0.342
  • Yosys synthesis chip area: 3180 um^2
  • Seq/Total Area, Yosys: 0
  • Synth unique cells: approximately 50
  • Count leader, synth: nor2b_1
  • Area of the mapped netlist: 3180 um^2
  • Synthesis Warnings: 1
  • Top cells by area, synth: nor2b_1, buf_4, a21oi_1, a22o_1, a22oi_1
  • Yosys top cell by area: nor2b_1
  • Cells after synthesis: just under 500
  • Syn avg cell area: between 6 and 7 um^2

Final layout
  • Flops: 0
  • # fillers: around 4500
  • Share of cells above drive strength 1: 0.0373
  • Clock buffers: 0
  • Storage element area: 0 um^2
  • Area grow syn2layout: 175%
  • Logic area: ~2500 um^2
  • Non-filler instance count after layout: between 1000 and 1500

Route
  • DR WL/cell: 21.2 um
  • Post-route ant nets: 0
  • Overall routed net length: around 31000 um
  • 1st-pass router iterations: 5
  • DR vias: roughly 5300
  • Via/cell ratio: approximately 3.6
  • Ant diodes: 0
  • First DRT Iteration DRCs: around 280
  • Drt drc: 0

Floorplanning
  • Chip area: between 50000 and 60000 um^2
  • Rows: between 70 and 80
  • FP Util: 0.0776
  • Core area: between 40000 and 50000 um^2
  • Die X: between 200 and 250 um
  • Top Ports: ~540
  • Die Height: 224 um

GRT
  • Initial antenna violation count: 4
  • Total gr overflow: 0
  • Overall Global Routing Usage: 0.116
  • First-pass GRT wire length: roughly 42000 um
  • Vias in the first global route: approximately 5500
  • Largest net degree at the start of global routing: 82

Timing
  • Worst Tran Pin Value: roughly 0.76 ns
  • Final Hold Viols: 0
  • Final Cycle Share: 0.799
  • Worst hold slack: roughly 4.0 ns
  • Slew headroom: 0.491
  • Unrepaired setup endpoints after global routing: no
  • Setup_tns: 0 ns
  • FMAX: around 0.15 GHz
  • Final setup violation count: 0
  • PnR worst setup slack: ~1.6 ns
  • Slew Viols, Final: 0
  • Period minus WS final: roughly 6.5 ns

Place
  • Hpwl dp: approximately 27000 um
  • Post-Place Cells: 1470
  • Port Buffers: roughly 540
  • GP Congestion: around 0.90
  • Setup WS pre-CTS: approximately 1.6 ns

Worst setup path
  • Crit path DAT: 4.85 ns
  • Worst setup EP type: primary output
  • WS Path Type: in -> out
  • Critical path launch point: inst_opcode_56[3]
  • Worst Setup Start Kind: input pin
  • Max FO, Critical Path: 10
  • Worst EP required: 6.48 ns

Run
  • OpenROAD warning count: 33
  • Max Cap Viol: 0

Min path
  • Hold WC Path Type: in -> out
  • Hold_sp: rst

Run status
  • Outcome: finished clean
-- layer usage --
layer / vias up / routed length (um) / part of all wire / track usage
met5: - / 0 / 0 / 0
met4: 0 / 114 / 0.0037 / 0.00263
met3: 14 / 3290 / 0.11 / 0.0446
met2: 307 / 15300 / 0.49 / 0.203
met1: 2448 / 12400 / 0.40 / 0.140
li1: 2516 / - / - / -
-- power breakdown --
| part | internal, mW | switching, mW |
|---|---|---|
| combinational | 0.206 | 0.0877 |
| sequential | 0 | 0 |
| clock | 0 | 0 |
-- worst paths after layout --
check / endpoint / cells past startpoint
hold / removal: ex_data_67[3] / 3
setup / recovery: wmask_67[56] / 6
-- kinds of logic after synthesis --
logic type | share of synthesized area
AND-OR/OR-AND | 0.303
AND/OR/NAND/NOR | 0.492
buffers and inverters | 0.205
-- worst max-delay path, stage by stage --
cell and delay (ns):
clkdlybuf4s50_1 0.60, nand4bb_1 0.49, nor4_4 0.76, nor2_1 0.12, a21oi_1 0.63, clkdlybuf4s50_1 0.61
-- layout make-up --
cell class | instances | share of cell area
Timing Repair Buffer | 557 | 0.633
Inverter | 2 | 0.00143
Multi-Input combinational cell | 379 | 0.289
Tap cell | 532 | 0.0761
-- placed cells by master, fill, tap and decap left out, types with 3 or more instances in the layout --
master,n
nand3_1,3
a21oi_1,47
nor2_1,8
and2_1,9
nor3_2,3
nor2b_1,174
o21ai_1,8
o2bb2ai_1,8
clkdlybuf4s50_1,542
buf_4,14
a32oi_1,7
a22o_1,22
a22oi_1,16
o21ai_0,18
nand2_1,18
-- metrics by stage --
step	cell area, um^2	util
CTS	8750	0.213
finish	8750	0.213
floorplan	3180	-
global placement	8750	0.213
global route	8750	0.213
detailed placement	8750	0.213
Power figures rest on the tool's default switching activity, not on a simulated workload.
